### flow/design.v
module VALU (v1_i, v2_i, VALUCtrl_i, v_o, over);
    input signed[31:0] v1_i, v2_i; 
    input [2:0] VALUCtrl_i;  
    output reg [31:0] v_o;  
    output reg [3:0]  over; 
    reg signed[7:0] e1, e2, e3, e4;
    reg signed[7:0] b1,b2,b3,b4,b5,b6,b7,b8;
    wire [15:0]  a1,a2,a3,a4,a5,a6,a7,a8;
    reg signed[15:0]   s1,s2,s3,s4;
    assign a1 = {{8{v1_i[7]}} ,v1_i[7:0]};
    assign a2 = {{8{v2_i[7]}} ,v2_i[7:0]};
    assign a3 = {{8{v1_i[15]}},v1_i[15:8]};
    assign a4 = {{8{v2_i[15]}},v2_i[15:8]};
    assign a5 = {{8{v1_i[23]}},v1_i[23:16]};
    assign a6 = {{8{v2_i[23]}},v2_i[23:16]};
    assign a7 = {{8{v1_i[31]}},v1_i[31:24]};
    assign a8 = {{8{v2_i[31]}},v2_i[31:24]};
    parameter VSUM  = 3'b010;  
    parameter VSUB  = 3'b110;  
    parameter VDP   = 3'b001;  
    always @(*) begin
        over[0] = 0;
        over[1] = 0;
        over[2] = 0;
        over[3] = 0;
        b1 = v1_i[7:0];
        b2 = v2_i[7:0];
        b3 = v1_i[15:8];
        b4 = v2_i[15:8];
        b5 = v1_i[23:16];
        b6 = v2_i[23:16];
        b7 = v1_i[31:24];
        b8 = v2_i[31:24];
        case (VALUCtrl_i)
            VSUM: begin
                e1 = b1 + b2;
                e2 = b3 + b4;
                e3 = b5 + b6;
                e4 = b7 + b8;
                v_o = {e4,e3,e2,e1};
                if( ~v1_i[7]  & ~v2_i[7] )over[0] = 1;
                else over[0] = 0;
                if( ~v1_i[15] & ~v2_i[15] )over[1] = 1;
                else over[1] = 0;
                if( ~v1_i[23] & ~v2_i[23] )over[2] = 1;
                else over[2] = 0;
                if( ~v1_i[31] & ~v2_i[31] )over[3] = 1;
                else over[3] = 0;
            end
            VSUB: begin
                e1 = b1 - b2;
                e2 = b3 - b4;
                e3 = b5 - b6;
                e4 = b7 - b8;
                v_o = {e4,e3,e2,e1};
                if( ~v1_i[7]  & (v2_i[7]) )     over[0] = 1;
                else over[0] = 0;
                if( ~v1_i[15] & (v2_i[15]) )    over[1] = 1;
                else over[1] = 0;
                if( ~v1_i[23] & (v2_i[23]) )    over[2] = 1;
                else over[2] = 0;
                if( ~v1_i[31] & (v2_i[31]) )    over[3] = 1;
                else over[3] = 0;
            end
            VDP: begin
                s1  = a1 * a2 ;
                s2  = a3 * a4 ;
                s3  = a5 * a6 ;
                s4  = a7 * a8 ; 
                v_o = (s1+s2+s3+s4);
            end
            default: begin
                over[0] = 0;
                over[1] = 0;
                over[2] = 0;
                over[3] = 0;
                v_o = v1_i;
            end
        endcase
    end
endmodule
### flow/run.sh
#!/bin/bash
# OpenROAD 26Q1-2900-gdf79404cd8, Yosys 0.63+post, stock flow scripts
make -C /OpenROAD-flow-scripts/flow DESIGN_CONFIG=/design/flow/config.mk WORK_HOME=/design/flow/orfs finish
### flow/config.mk
export PLATFORM = sky130hd
export DESIGN_NAME = VALU
export DESIGN_NICKNAME = VALU
export VERILOG_FILES = /design/flow/design.v
export SDC_FILE = /design/flow/constraint.sdc
export NUM_CORES = 4
export LEC_CHECK = 1
export CORE_UTILIZATION = 50
### flow/constraint.sdc
current_design VALU

set clk_period 19.2
set clk_io_pct 0.2

create_clock -name clk0 -period $clk_period

set non_clock_inputs [all_inputs -no_clocks]
set_input_delay [expr $clk_period * $clk_io_pct] -clock clk0 $non_clock_inputs
set_output_delay [expr $clk_period * $clk_io_pct] -clock clk0 [all_outputs]
==> flow_metrics.env <==
# physical design summary
export IMPL_grt_overflow_total=0
export IMPL_avgSynthCellArea_um2=9.04
export IMPL_dp_hpwl_mm=30.2
export IMPL_die_x_um=167
export IMPL_warning_count=36
export IMPL_synthTopCellsByArea="fa_1, ha_1, inv_1"
export IMPL_cp_depth=23
export IMPL_worst_ep_arrival_time_ps=11880
export IMPL_drt_first_pass_iters=5
export IMPL_rows=60
export IMPL_final_util=0.555
export IMPL_logic_family="adder cells"
export IMPL_rsz0062_at_grt="no"
export IMPL_maxSlewHeadroom=0.506
export IMPL_slowest_stage="clkdlybuf4s50_1"
export IMPL_p_switching_w=0.00483
export IMPL_intPower_w=0.00356
export IMPL_synth_cell_types=54
export IMPL_synthesis_area_um2=13600
export IMPL_grt_pass1_wl_mm=57.1
export IMPL_grt_max_degree=23
export IMPL_globalplace_congestion=0.920
export IMPL_seqCellArea_um2=0
export IMPL_critPathLaunchType="input port"
export IMPL_die_y_um=167
export IMPL_drive_gt1_frac=0.0199
export IMPL_lay_top_cells="inv_1, fa_1, ha_1"
export IMPL_top_area_cell="fa_1"
export IMPL_path_max_fanout=14
export IMPL_post_cts_buffers=0
export IMPL_initial_core_util=0.508
export IMPL_required_ps=15360
export IMPL_area_growth_pct=9.26
export IMPL_ys_chip_area_um2=13600
export IMPL_ys_sh_mux=0.00450
export IMPL_ys_sh_aoi=0.0736
export IMPL_post_route_period_util=0.819
export IMPL_peakVddDrop_mv=1.11
export IMPL_io_pins=103
export IMPL_ys_cells=1505
export IMPL_switching_share=0.575
export IMPL_flops=0
export IMPL_hold_class="in2out"
export IMPL_ys_sh_xor=0.0470
export IMPL_synth_cells=1505
export IMPL_ys_seq_share=0
export IMPL_worst_setup_path_end_kind="output pin"
export IMPL_crit_path_frequent_cell="fa_1"
export IMPL_numPortBuffers=103
export IMPL_slew_violations=0
export IMPL_slowest_delay_ps=740
export IMPL_hold_depth=3
export IMPL_dieArea_um2=27900
export IMPL_critical_path_buf_inv_count=6
export IMPL_tns_ps=0
export IMPL_wl_per_cell_um=18.3
export IMPL_powerDensity_nw_per_um2=565
export IMPL_max_clock_freq_mhz=63.6
export IMPL_nClkBuffers=0
export IMPL_ant_nets=0
export IMPL_status="complete, no violations"
export IMPL_max_slew_worst_pin_slew_ps=739
export IMPL_worstPathCellList="clkdlybuf4s50_1 > and2_1 > inv_1 > fa_1 > fa_1 > inv_1 > fa_1 > fa_1 > fa_1 > fa_1 > inv_1 > fa_1 > fa_1 > inv_1 > ha_1 > o211a_1 > nor3_1 > a211oi_2 > o21ai_2 > a21oi_1 > o21ai_4 > o221ai_1 > clkdlybuf4s50_1"
export IMPL_core_area_um2=26800
export IMPL_yosys_area_share_adder=0.610
export IMPL_grt_pass1_vias=10800
export IMPL_drt_initial_drc_count=479
export IMPL_setup_violations=0
export IMPL_ys_sh_simple=0.136
export IMPL_p_leak_nw=7.53
export IMPL_final_hold_viol_count=0
export IMPL_top_area_frac=0.485
export IMPL_cts_repair_resize_count=0
export IMPL_wirelength_mm=34.6
export IMPL_cts_hold_buf=0
export IMPL_period_needed_ps=15720
export IMPL_critPathKind="in2out"
export IMPL_grtUsageTotal=0.291
export IMPL_yosys_warnings=1
export IMPL_crit_family="adder cells"
export IMPL_vias=9791
export IMPL_lay_top_count="inv_1"
export IMPL_viasPerCell=5.16
export IMPL_antenna_found_initial=0
export IMPL_maxCapViolCount=0
export IMPL_drc=0
## layout make-up
type | instances | area (um2)
Multi-Input combinational cell | 1043 | 11900
Fill cell | 2438 | 11900
Tap cell | 341 | 427
Inverter | 403 | 1510
Timing Repair Buffer | 109 | 1080
Antenna cell | 1 | 2.50
## power by group through the flow
stage    combinational, W  sequential [W]  clock [W]
4_1_cts           0.00838               0          0
5_1_grt           0.00940               0          0
## cells in the mapped netlist, drive strengths merged, types with 3 or more instances
cell type / n
a221o: 3
buf: 9
a22oi: 9
nand3: 9
nor2: 48
xnor2: 46
a32oi: 3
xor2: 27
fa: 330
o21a: 5
a21oi: 29
a31oi: 4
mux2i: 5
nand2b: 16
o221ai: 6
inv: 403
o21bai: 4
o41ai: 5
nor3: 14
and2: 124
o21ai: 28
a21o: 10
ha: 135
o211ai: 12
clkbuf: 50
nor2b: 24
nand2: 122
a211oi: 7
## tightest hold or removal path, stage by stage
cell             delay [ps]
clkdlybuf4s50_1         710
nor3_1                  120
clkdlybuf4s50_1         390
## stage by stage
stage / power (W) / instances / worst slack [ps] / hold WS, ps / area (um2)
2_1_floorplan: 0.00612 / 1505 / 5120 / 7740 / 13600
3_3_place_gp: 0.00835 / 1896 / 3500 / 8870 / 14900
3_5_place_dp: 0.00834 / 1896 / 3480 / 8890 / 14900
4_1_cts: 0.00838 / 1896 / 3470 / 8890 / 14900
5_1_grt: 0.00940 / 1896 / 3060 / 8950 / 14900
6_report: 0.00840 / 1897 / 3480 / 8890 / 14900
## kinds of logic after synthesis
logic type	count (synthesis)
AND/OR/NAND/NOR	364
buffers and inverters	462
AND-OR/OR-AND	135
XOR/XNOR	73
adder cells (fa/ha/maj)	465
multiplexers	6
## path summary, 6_finish.rpt
kind / slack [ps] / from / endpoint
worst max-delay path: 3480 / v2_i[8] / v_o[23]
worst min-delay path: 8890 / v1_i[15] / over[1]
## per-layer routing
metal / GRT usage / part of all wire / wire, um
met1: 0.420 / 0.40 / 13800
met2: 0.482 / 0.51 / 17600
met3: 0.0775 / 0.079 / 2750
met4: 0.0358 / 0.015 / 529
met5: 0.00348 / 0 / 0
No activity file was given, so power comes from the tool's default toggle rates.
