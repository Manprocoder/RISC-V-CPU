File: flow/run.sh
#!/bin/bash
# OpenROAD 26Q1-2900-gdf79404cd8, Yosys 0.63+post, stock flow scripts
make -C /OpenROAD-flow-scripts/flow DESIGN_CONFIG=/design/flow/config.mk WORK_HOME=/design/flow/orfs finish
File: flow/config.mk
export PLATFORM = sky130hd
export DESIGN_NAME = Instruction_Memory
export DESIGN_NICKNAME = Instruction_Memory
export VERILOG_FILES = /design/flow/design.v
export SDC_FILE = /design/flow/constraint.sdc
export NUM_CORES = 4
export LEC_CHECK = 1
export CORE_UTILIZATION = 40
File: flow/constraint.sdc
current_design Instruction_Memory

set clk_period 10.3
set clk_io_pct 0.2

create_clock -name clk0 -period $clk_period [get_ports {clk}]

set non_clock_inputs [all_inputs -no_clocks]
set_input_delay [expr $clk_period * $clk_io_pct] -clock clk0 $non_clock_inputs
set_output_delay [expr $clk_period * $clk_io_pct] -clock clk0 [all_outputs]
File: flow/design.v
module Instruction_Memory
(
    clk,
    reset,
    addr_i, 
    instr_i,
    instr_o
);
integer i;
input               clk;
input               reset;
input   [31:0]      addr_i;
input   [7:0]       instr_i;
output  [31:0]      instr_o;
reg     [31:0]     memory  [0:63];    
reg     [1:0]      quad,quad_d1;
reg     [7:0]      instr_read;
reg     [5:0]      address_read;
reg                flag,flag_next;
reg     [1:0]      counter,counter_next;
reg     [5:0]      instr_wr_address,instr_wr_address_next;  
assign  instr_o = memory[addr_i>>2];  
always@(*)begin
    if(instr_i == 8'b1111_1110)flag_next = 1;
    else if (instr_i == 8'b1111_1111)flag_next = 0;
    else flag_next = flag;
    if(flag)counter_next = counter + 2'd1;
    else counter_next = counter;
    if(counter == 2'b11)instr_wr_address_next = instr_wr_address + 6'd1;
    else instr_wr_address_next = instr_wr_address;
end
always@(posedge clk or posedge reset)begin
    if(reset)begin
        for(i=0;i<63;i=i+1)begin
            memory[i] <= 0;
        end
        counter         <= 0;
        quad            <= 0;
        instr_read      <= 0;
        flag            <= 0;
        address_read    <= 0;
        instr_wr_address<=0;
    end
    else begin
        flag             <= flag_next;
        counter          <= counter_next;
        quad             <= (2'b11-counter);
        quad_d1          <= quad;
        instr_wr_address <= instr_wr_address_next;
        address_read     <= instr_wr_address;
        instr_read       <= instr_i;
        if(flag)begin
            case(quad_d1)
            2'b00: memory[address_read][7:0]   <= (instr_read == 8'b1111_1111)?0:instr_read;
            2'b01: memory[address_read][15:8]  <= (instr_read == 8'b1111_1111)?0:instr_read;
            2'b10: memory[address_read][23:16] <= (instr_read == 8'b1111_1111)?0:instr_read;
            2'b11: memory[address_read][31:24] <= (instr_read == 8'b1111_1111)?0:instr_read;
            default: memory[address_read][7:0] <= (instr_read == 8'b1111_1111)?0:instr_read;
            endcase
        end
    end
end
endmodule
==> impl_metrics.sql <==
-- generated from flow reports
INSERT INTO impl_metrics (metric_group, metric, value, unit) VALUES
('status', 'run_status', 'complete, no violations', ''),
('route', 'vias', '75100', ''),
('yosys', 'synth_cell_type_count', '77', ''),
('clocking', 'post_cts_hold_buffer_count', '0', ''),
('sta', 'slew_viol_final', '0', ''),
('layout', 'area_growth_syn_to_layout', '13.7', '%'),
('sta', 'maxClockFrequency', '0.110', 'GHz'),
('sta', 'worst_pin_slew', '1.38', 'ns'),
('flow_run', 'tool_warnings', '97', ''),
('flow_run', 'cap_viol_max_count', '0', ''),
('sta', 'finalCritPeriodShare', '0.886', ''),
('clocking', 'cts.sink_count', '2075', ''),
('grt', 'track_usage', '0.403', ''),
('placed_design', 'place.port_buffers', '47', ''),
('clocking', 'max-clock-path-buffers', '3', ''),
('yosys', 'yosys.stat.chipArea', '86700', 'µm²'),
('clocking', 'clock_pin_slew_on_the_worst_setup_and_hold_paths', '0.06', 'ns'),
('clocking', 'cts_resized', '0', ''),
('yosys', 'share_of_flip_flops_with_an_asynchronous_set_or_reset', '0.984', ''),
('floorplanning', 'fp.coreArea', '215000', 'µm²'),
('grt', 'grt_first_pass_wirelength', '573', 'mm'),
('placed_design', 'dp_cells', '11600', ''),
('worst_setup_path', 'cp_data_required_time', '8.24', 'ns'),
('yosys', 'post_synthesis_average_cell_area', '9.64', 'µm²'),
('route', 'post_drt_wl_per_cell', '34.8', 'µm'),
('pwr', 'pwrdens', '176', 'nW/µm²'),
('clocking', 'post_cts.repair.setup_buffers', '0', ''),
('sta', 'unrepaired_setup_endpoints_after_global_routing', 'no', ''),
('clocking', 'tritoncts', 'done', ''),
('yosys', 'synth-seq-area-share', '0.601', ''),
('layout', 'final_layout_size_suffix_gt1_frac', '0.100', ''),
('grt', 'grt_pass1_vias', '71300', ''),
('floorplanning', 'boundaryPins', '74', ''),
('floorplanning', 'chipArea', '219000', 'µm²'),
('route', 'drt_pass1_iterations', '6', ''),
('worst_setup_path', 'timing.critical_path.arrival', '7.07', 'ns'),
('yosys', 'yosys.area.top_type', 'sky130_fd_sc_hd__dfrtp_1', ''),
('layout', 'layout_top_cells_excl_fill_tap', 'sky130_fd_sc_hd__nand2_1, sky130_fd_sc_hd__dfrtp_1, sky130_fd_sc_hd__o21ai_0, sky130_fd_sc_hd__a22oi_1, sky130_fd_sc_hd__buf_4', ''),
('yosys', 'ys_cells', '8993', ''),
('sta', 'setup_tns', '0', 'ns'),
('route', 'viasPerCell', '6.27', ''),
('sta', 'period_needed', '9.13', 'ns'),
('floorplanning', 'fp.dieW', '468', 'µm'),
('worst_hold_path', 'min_path_type', 'register to register', ''),
('layout', 'instances_no_fill', '12000', ''),
('worst_setup_path', 'rrSetupSlack', '6.45', 'ns'),
('route', 'initialDrtViolationCount', '8093', ''),
('yosys', 'synth.cell_area', '86700', 'µm²'),
('clocking', 'clk_root_buffer_cell', 'sky130_fd_sc_hd__clkbuf_16', ''),
('clocking', 'number_of_cts_inserted_buffers', '215', ''),
('sta', 'clock_skew', '0.0276', 'ns'),
('sta', 'setup_viol', '0', ''),
('clocking', 'clock_latency', '0.89', 'ns'),
('worst_setup_path', 'setup.worst_path.end_class', 'primary output', ''),
('yosys', 'post_synth_main_area_contributors', 'sky130_fd_sc_hd__dfrtp_1, sky130_fd_sc_hd__o21ai_0, sky130_fd_sc_hd__nand2_1, sky130_fd_sc_hd__a22oi_1, sky130_fd_sc_hd__clkbuf_1', ''),
('layout', 'final_layout_top_logic_cell', 'sky130_fd_sc_hd__nand2_1', ''),
('worst_setup_path', 'start_to_end_type_of_the_worst_setup_path', 'input pin to primary output', ''),
('clocking', 'number_of_h_tree_levels', '4', ''),
('route', 'post-route-drc-count', '0', ''),
('sta', 'hold_viol', '0', ''),
('yosys', 'synth_largest_type_area_fraction', '0.589', ''),
('route', 'post_route_ant_nets', '0', ''),
('worst_setup_path', 'setup.worst_path.start_class', 'input pin', ''),
('grt', 'grt-ovfl-total', '0', ''),
('yosys', 'syn_inst', '8993', ''),
('yosys', 'enable_flop_cells', '34', ''),
('grt', 'maximum_number_of_pins_on_one_net_before_global_route_repair', '140', ''),
('placed_design', 'post_dp_hpwl', '268', 'mm'),
('floorplanning', 'fp_util', '0.403', ''),
('pwr', 'worst_ir_drop_vdd', '0.000174', 'V'),
('yosys', 'numSynthFlops', '2075', ''),
('worst_setup_path', 'worst-path-max-fanout', '26', ''),
('yosys', 'ys.warnings.count', '2', ''),
('floorplanning', 'fp.dieH', '468', 'µm'),
('floorplanning', 'rows', '170', ''),
('route', 'routed_wl', '417', 'mm'),
('placed_design', 'gp_routability_congestion', '1.07', ''),
('sta', 'worst_slew_margin_rel', '0.0738', ''),
('grt', 'initial_antenna_violation_count', '39', ''),
('pwr', 'leakage', '43.7', 'nW'),
('yosys', 'ys_dominant_reg_cell', 'sky130_fd_sc_hd__dfrtp_1', '');
## worst max-delay path, cell delays in order
cell	delay (ns)
sky130_fd_sc_hd__buf_2	0.46
sky130_fd_sc_hd__buf_4	0.57
sky130_fd_sc_hd__and4bb_2	0.89
sky130_fd_sc_hd__and2_2	0.78
sky130_fd_sc_hd__buf_12	0.40
sky130_fd_sc_hd__a22oi_1	0.24
sky130_fd_sc_hd__nand4_1	0.21
sky130_fd_sc_hd__nor4_1	0.07
sky130_fd_sc_hd__buf_4	0.16
sky130_fd_sc_hd__a31oi_1	0.34
sky130_fd_sc_hd__buf_4	0.27
sky130_fd_sc_hd__clkdlybuf4s50_1	0.50
## state kept, by name, summed over array words and instances (netlist names)
signal,cells
instr_wr_address,6
quad,2
flag,1
address_read,6
quad_d1,2
instr_read,8
memory,2048
counter,2
## per-stage QoR
step	hold WS (ns)	area, µm²	utilization	setup WS [ns]	total power, mW
2_1_floorplan	0.372	86700	-	-26.38	9.23
3_3_place_gp	0.385	91500	0.425	1.49	9.61
3_5_place_dp	0.393	91500	0.425	1.57	9.63
4_1_cts	0.401	98500	0.458	1.54	17.3
5_1_grt	0.431	98500	0.458	1.40	17.7
6_report	0.400	98600	0.458	1.17	17.3
## where the power goes
part | internal (mW) | switching [mW] | total [mW]
combinational | 0.189 | 0.778 | 0.966
clock | 4.43 | 3.35 | 7.78
sequential | 8.41 | 0.153 | 8.56
## area by class of cell
class                           count  area, µm²
Fill cell                       19600     116000
Sequential cell                  2075      52100
Multi-Input combinational cell   6157      31800
Clock buffer                      322       6430
Timing Repair Buffer              473       3970
Tap cell                         2838       3550
Clock inverter                     71        576
Antenna cell                       26       65.1
Inverter                           13       52.6
## path summary, 6_finish.rpt
| kind | start | endpoint | depth (start not counted) |
|---|---|---|---|
| max in group asynchronous | reset | memory[42][10] | 5 |
| max | addr_i[4] | instr_o[4] | 12 |
| max reg2reg | instr_read[1] | memory[29][4] | 7 |
| min reg2reg | instr_wr_address[5] | address_read[5] | 0 |
| min in group asynchronous | reset | memory[3][9] | 2 |
| min | instr_wr_address[5] | address_read[5] | 0 |
## kinds of logic after synthesis
logic type	count (synthesis)	share of synthesized area
DFF	2075	0.601
and+or+nand+nor	3080	0.151
adders and majority gates	2	0.000289
AOI/OAI and AO/OA	3011	0.204
muxes	58	0.00716
xor gates and xnor gates	6	0.000606
buffers and inverters	761	0.0368
## synth_stat cells (all sizes together) (30+ instances only)
| master | instances |
|---|---|
| a2111oi | 46 |
| a21oi | 56 |
| a22o | 33 |
| a22oi | 778 |
| and2 | 30 |
| and3 | 140 |
| buf | 170 |
| clkbuf | 578 |
| dfrtp | 2041 |
| edfxtp | 34 |
| mux2i | 35 |
| nand2 | 2375 |
| nand3 | 93 |
| nand4 | 138 |
| nor2 | 152 |
| nor3 | 44 |
| nor4 | 53 |
| o21ai | 2023 |
## metal layers
metal | vias up | routed length [µm] | GRT usage
met5 | - | 782 | 0.0145
met4 | 58 | 34300 | 0.255
met3 | 1486 | 71500 | 0.268
met2 | 4985 | 166000 | 0.518
met1 | 37000 | 144000 | 0.497
li1 | 31500 | - | -
Power and IR drop assume default switching activity.
